[design.v]
module alu (
    input   [31:0]      A,          
    input   [31:0]      B,          
    input               Cin,        
    input   [3:0]       Card,       
    output  [31:0]      F,
    output              Cout,
    output              Zero
);
    wire [32:0]     add_result;
    wire [32:0]     addc_result;
    wire [32:0]     sub_result;
    wire [32:0]     subc_result;
    wire [32:0]     subr_result;
    wire [32:0]     subrc_result;
    wire [32:0]     a_result;
    wire [32:0]     b_result;
    wire [32:0]     nota_result;
    wire [32:0]     notb_result;
    wire [32:0]     or_result;
    wire [32:0]     and_result;
    wire [32:0]     xor_result;
    wire [32:0]     xnor_result;
    wire [32:0]     nand_result;
    wire [32:0]     zero_result;
    assign add_result   = A + B;
    assign addc_result  = A + B + Cin;
    assign sub_result   = A - B;
    assign subc_result  = A - B - Cin;
    assign subr_result  = B - A;
    assign subrc_result = B - A - Cin;
    assign a_result     = A;
    assign b_result     = B;
    assign nota_result  = ~A;
    assign notb_result  = ~B;
    assign or_result    = A | B;
    assign and_result   = A & B;
    assign xor_result   = A ^ B;
    assign xnor_result  = A ^~ B;
    assign nand_result  = ~(A & B); 
    assign zero_result  = 0;
    assign {Cout, F} = (Card == 4'b0000 )  ? add_result                : 
                       (Card == 4'b0001)  ? addc_result               :
                       (Card == 4'b0010 )  ? sub_result                :
                       (Card == 4'b0011)  ? subc_result               :
                       (Card == 4'b0100)  ? subr_result               :
                       (Card == 4'b0101) ? subrc_result              :
                       (Card == 4'b0110   )  ? {1'b0, a_result   [31:0]} :
                       (Card == 4'b0111   )  ? {1'b0, b_result   [31:0]} :
                       (Card == 4'b1000)  ? {1'b0, nota_result[31:0]} :
                       (Card == 4'b1001)  ? {1'b0, notb_result[31:0]} :
                       (Card == 4'b1010  )  ? {1'b0, or_result  [31:0]} :
                       (Card == 4'b1011 )  ? {1'b0, and_result [31:0]} :
                       (Card == 4'b1101 )  ? {1'b0, xor_result [31:0]} :
                       (Card == 4'b1100)  ? {1'b0, xnor_result[31:0]} :
                       (Card == 4'b1110)  ? {1'b0, nand_result[31:0]} :
                       zero_result;
    assign Zero = (F == 0) ? 1 : 0;
endmodule
[config.mk]
export PLATFORM = sky130hd
export DESIGN_NAME = alu
export DESIGN_NICKNAME = alu
export VERILOG_FILES = /design/flow/design.v
export SDC_FILE = /design/flow/constraint.sdc
export NUM_CORES = 4
export LEC_CHECK = 1
export CORE_UTILIZATION = 40
[run.sh]
#!/bin/bash
# OpenROAD 26Q1-2900-gdf79404cd8, Yosys 0.63+post, stock flow scripts
make -C /OpenROAD-flow-scripts/flow DESIGN_CONFIG=/design/flow/config.mk WORK_HOME=/design/flow/orfs finish
[constraint.sdc]
current_design alu

set clk_period 23.3
set clk_io_pct 0.2

create_clock -name clk0 -period $clk_period

set non_clock_inputs [all_inputs -no_clocks]
set_input_delay [expr $clk_period * $clk_io_pct] -clock clk0 $non_clock_inputs
set_output_delay [expr $clk_period * $clk_io_pct] -clock clk0 [all_outputs]
==> qor.csv <==
stage;metric;value;unit
clock_tree;post-cts repair resize count;0;
timing;Worst Max-Slew Pin Slew;1.06;ns
placed_design;Port Buffer Count;103;
synth;area share, top type;0.124;
finish;Reg area;0;um2
synth;Post-Syn Area;0.0135;mm2
finish;Area Overhead vs Synth;10.6;%
power;switching share of power;0.651;
flow_run;Max-cap violations;0;
drt;Iter 0 DRT Violations;1839;
synth;# Cells Yosys;2042;
synth;Yosys top cell by area;ha_1;
finish;final std cells w/o fill;2523;
clock_tree;number of hold buffers added after CTS;0;
setup_path;crit path capture type;primary output;
synth;Synth warnings;0;
hold_path;HP Class;input port to primary output;
power;Psw;316;uW
placed_design;post-DP HPWL;59.9;mm
power;pwr/cell area;32.6;mW/mm2
grt;Total GRT Usage;0.441;
setup_path;CP arrival;11.34;ns
hold_path;Hold Path Origin;Card[0];
grt;vias in the first global route;15618;
timing;setup_tns;0;ns
floorplanning;Horiz. Die Dim;185;um
power;clock share of power;0;
timing;Tcrit/Tclk final;0.686;
timing;Hold Fails Final Rpt;0;
power;VDD IR-drop max;0.0194;mV
floorplanning;total core area;0.0329;mm2
hold_path;hold path cells;4;
power;Flop pwr share;0;
timing;fin crit period;16.00;ns
synth;register area share after synthesis;0;
timing;max frequency;0.0625;GHz
floorplanning;row count;66;
setup_path;kind of critical path;input port to primary output;
finish;flop count;0;
grt;initial antenna violation count;2;
power;Comb pwr share;1.000;
floorplanning;io pins;103;
synth;Cell Type Count;113;
drt;First-pass DRT Iterations;6;
run_status;status;completed;
drt;mean routed wirelength per cell;30.1;um
hold_path;WHS Endpoint;F[1];
setup_path;Crit Path Max Fanout;17;
finish;logic area;0.0124;mm2
grt;grt total ovfl;0;
drt;antenna viol nets, final;0;
placed_design;Placed Cells incl. Taps;2522;
grt;largest net degree at the start of global routing;50;
drt;vias;17353;
grt;global-route wire length before repair;107;mm
synth;Yosys chip area;0.0135;mm2
synth;Syn Inst Count;2042;
flow_run;OpenROAD warnings;128;
drt;DRC Markers;0;
power;Static Leak;0.00567;uW
timing;RSZ-0062 raised after global routing;no;
setup_path;CP startpoint kind;input port;
synth;syn avg cell area;6.59;um2
synth;top cells by area;ha_1 (12%), a21oi_1 (6.1%), xnor2_1 (5.6%);
power;Int Power;170;uW
floorplanning;DIE AREA;0.0344;mm2
timing;final setup fails;0;
floorplanning;Die H;185;um
floorplanning;Starting Density;0.410;
timing;Final Max Tran Viols;0;
placed_design;RD Place Congestion;1.11;
setup_path;crit path DRT;18.64;ns
drt;vias per inst;6.88;
finish;layout cells sized above 1;0.0779;
drt;Total Wirelength;75.8;mm
finish;fill count;3484;
clock_tree;Setup Buffers After CTS;0;
finish;clk_buf instances;0;
timing;Slew headroom;0.287;
==> synth_stat cells, drive strengths merged, types with 45 or more instances <==
master	instances
o21ai	151
buf	63
nand2	166
nor4	45
a21oi	167
clkbuf	64
inv	113
nor3	67
nor2	153
nand4	45
ha	133
nand3	67
xnor2	86
==> logic make-up after synthesis <==
kind of cell,count (synthesis),share of synthesized area
buf+inv,243,0.0783
fa+ha+maj,136,0.128
simple gates,757,0.303
compound gates,773,0.402
mux,25,0.0189
xor+xnor,108,0.0703
==> power groups by stage <==
stage	sequential [uW]	clock [uW]	combinational, uW
after global routing	0	0	513
after CTS	0	0	471
final	0	0.00000124	486
==> how the worst max path moves through the flow <==
stage | start | endpoint | depth (start not counted)
final | A[2] | Zero | 17
after global routing | A[3] | Zero | 17
after CTS | A[13] | Zero | 17
==> layout by cell type, fill, tap and decap left out, drive strengths merged, types with 22 or more instances in the layout <==
cell	n
a211oi	44
a21o	22
a21oi	167
a221oi	23
a22oi	26
a31oi	25
and2	33
buf	66
clkdlybuf4s50	99
ha	133
inv	112
mux2i	22
nand2	166
nand2b	22
nand3	67
nand4	45
nor2	153
nor2b	31
nor3	67
nor4	45
o211ai	42
o21a	23
o21ai	151
o22ai	26
o31ai	41
or2	23
xnor2	86
xor2	22
==> per-layer routing <==
metal | global-route usage | up-vias | wire length, um
met5 | 0.0193 | - | 105
met4 | 0.248 | 4 | 5220
met1 | 0.559 | 8248 | 30200
li1 | - | 7871 | -
met3 | 0.111 | 226 | 7700
met2 | 0.679 | 1004 | 32600
==> per-stage QoR <==
stage	utilization	cell area, um2	total power [uW]	hold slack, ns	setup slack, ns
2_1_floorplan	-	13500	296	9.49	10.01
3_3_place_gp	0.453	14900	469	10.29	7.39
3_5_place_dp	0.453	14900	468	10.29	7.47
4_1_cts	0.453	14900	471	10.29	7.46
5_1_grt	0.453	14900	513	10.36	6.87
6_report	0.453	14900	486	10.30	7.30
==> layout make-up <==
class,count,area share
timing repair buffer,165,0.0995
tap,442,0.0371
inverter,116,0.0294
antenna,1,0.000168
multi-input combinational,1799,0.834
==> worst max-delay path, cell delays in order <==
cell	delay (ns)
clkdlybuf4s50_1	0.54
inv_1	0.10
ha_1	0.69
nor3_1	0.19
o31ai_2	0.59
a31oi_1	0.48
o21ai_0	0.37
nand4_1	0.34
or4_4	0.67
or3_1	0.32
a31oi_1	0.19
o211ai_1	0.16
nor4b_1	0.72
nand4bb_1	0.17
nor4_1	0.41
and4b_1	0.25
clkdlybuf4s50_1	0.46
Power figures rest on the tool's default switching activity, not on a simulated workload.
