File: flow/config.mk
export PLATFORM = sky130hd
export DESIGN_NAME = icache_tagv
export DESIGN_NICKNAME = icache_tagv
export VERILOG_FILES = /design/flow/design.v
export SDC_FILE = /design/flow/constraint.sdc
export NUM_CORES = 4
export LEC_CHECK = 1
export CORE_UTILIZATION = 50
File: flow/constraint.sdc
current_design icache_tagv

set clk_period 36.8
set clk_io_pct 0.2

create_clock -name clk0 -period $clk_period [get_ports {clk}]

set non_clock_inputs [all_inputs -no_clocks]
set_input_delay [expr $clk_period * $clk_io_pct] -clock clk0 $non_clock_inputs
set_output_delay [expr $clk_period * $clk_io_pct] -clock clk0 [all_outputs]
File: flow/design.v
module icache_tagv(
input clk,  
input wen,  
input valid_wdata,  
input [6 :0] index,  
input [19:0] tag,  
output hit  
);
reg [20:0] tagv_ram[127:0];
always @(posedge clk) begin
if (wen) begin
tagv_ram[index] <= {tag, valid_wdata};
end
end
reg [20:0] reg_tagv;
reg [19:0] reg_tag;
always @(posedge clk) begin
reg_tagv = tagv_ram[index];
reg_tag = tag;
end
assign hit = (reg_tag == reg_tagv[20:1]) && reg_tagv[0];
endmodule
File: flow/run.sh
#!/bin/bash
# OpenROAD 26Q1-2900-gdf79404cd8, Yosys 0.63+post, stock flow scripts
make -C /OpenROAD-flow-scripts/flow DESIGN_CONFIG=/design/flow/config.mk WORK_HOME=/design/flow/orfs finish
==> GITHUB_STEP_SUMMARY <==
### Metrics collected by this job

| Metric | Value |
|---|---|
| First DRT Iteration DRCs | `4726` |
| Routed WL per cell | `between 30 and 40 um` |
| CTS tree | `yes` |
| Max Fclk | `about 0.086 GHz` |
| Worst rel slew slack | `16.8%` |
| Crit path launch type | `input pin` |
| Multi-input gate area | `20800 um^2` |
| Largest area contributor in the netlist | `edfxtp_1` |
| Peak VDD IR | `0.0000531 V` |
| Worst Path Arrival | `12.37 ns` |
| Switching pwr | `0.00145 W` |
| Yosys reg bits | `~2700` |
| Commonest flop | `edfxtp_1` |
| Leakage | `37.3 nW` |
| Sequential cell area | `81500 um^2` |
| Met3 Wirelength | `65600 um` |
| Post-CTS Resized | `0` |
| Max Fanout on Critical Path | `70` |
| Core ar. | `207000 um^2` |
| Reg-to-Reg Start | `tagv_ram[65][13]` |
| Sw Share | `22.0%` |
| Non-Filler Cell Area, Final | `118000 um^2` |
| Final hold viol count | `0` |
| H-tree Lvls | `5` |
| Final setup TNS | `0 ns` |
| Yosys cell count | `6106` |
| Via count | `61800` |
| Critical path, cell by cell | `buf_8 -> buf_4 -> buf_4 -> buf_12 -> buf_4 -> mux2i_1 -> o2bb2ai_1 -> a221oi_1 -> or4_1 -> nand4_1 -> nor4_1 -> o311ai_0` |
| Post-layout min period | `11.63 ns` |
| RSZ-0062 raised after global routing | `no` |
| Vias per inst | `6.67` |
| Initial antenna violation count | `17` |
| Placed inst area | `approximately 110000 um^2` |
| Reg2reg setup slack | `between 30 and 40 ns` |
| DP HPWL | `around 200000 um` |
| DR WL met2 | `150000 um` |
| Warnings from Yosys | `1` |
| Commonest Layout Cell | `edfxtp_1` |
| Critical path origin | `index[2]` |
| Dpl ws | `approximately 24 ns` |
| Cells after Synth | `approximately 6100` |
| Setup violators final | `0` |
| Max incr delay on CP | `0.89 ns` |
| Power per cell area | `56.0 nW/um^2` |
| Max Slew Vio Count | `0` |
| Post-Route WL | `339000 um` |
| Clock Path Buffers | `4` |
| Post-synth area hogs | `edfxtp_1 78%, a221oi_1 4.8%, mux2i_1 2.3%` |
| Final Core Density | `between 50% and 60%` |
| DRT antenna net count | `0` |
| Latency at later pin | `0.93 ns` |
| Row Count | `167` |
| Largest net degree at the start of global routing | `92` |
| Hold Crit Class | `register to register` |
| CTS buffer count | `295` |
| Async SR Flop Fraction | `0%` |
| Count of tool warnings | `26` |
| Worst-Margin Slew | `1.24 ns` |
| Unique cell types | `roughly 63` |
| Average cell area after synthesis | `17.0 um^2` |
| EDFF count, synth | `2688` |
| Cycle use final | `31.6%` |
| Share of cells above drive strength 1 | `16.3%` |
| IO Count | `31` |
| Mapped Area | `about 100000 um^2` |
| DR pass1 iterations | `8` |
| Max-cap violation count | `0` |
| Number of global-route vias before repair | `64300` |
| Fp_density | `50.3%` |
| Logic gate share of total power | `5.9%` |
| I/O Buffers | `30` |
| Crit Path Class | `input pin to register` |
| All-layer global routing usage | `around 36%` |
| Post-CTS setup buffers | `0` |
| CP required | `37.54 ns` |
| Residual DRC | `0` |
| Flop pwr share | `52.1%` |
| Worst-path clk slew | `roughly 0.06 ns` |
| Die Y | `458 um` |
| Most frequent cells in the layout | `2688 x edfxtp_1, 568 x a221oi_1, 388 x buf_4` |
| Clk_skew | `0.0540 ns` |
| Seq/Total Area, Yosys | `78.4%` |
| Fin worst setup slack | `25.17 ns` |
| Critical Path End Type | `register` |
| Clock Power Share | `42.0%` |
| Hold path start | `tagv_ram[13][0]` |
| Root Driver | `clkbuf_16` |
| Fillers | `15300` |
| Synth-to-layout area growth | `13.3%` |
| Yosys top cell area share | `~78%` |
| Die Width | `~460 um` |
| Pint | `0.00514 W` |
| Hold_buf cts | `0` |
| Slowest CP cell | `nor4_1` |
| Status | `complete, no violations` |
| Overflow after GRT | `0` |
| DR top layer | `met5` |
| Fin Hold WS | `0.835 ns` |
| Chip area | `210000 um^2` |
| Placer congestion estimate | `0.987` |
| CTS Sinks | `about 2700` |
| First-pass GRT wire length | `477000 um` |
| Yosys stat area | `104000 um^2` |
| CP dominant cell by count | `buf_4` |
| Met1 WL | `around 110000 um` |
==> state kept, by name, indices dropped and copies added, names as in the netlist <==
signal / count
reg_tagv: 21
tagv_ram: 2688
reg_tag: 20
==> worst paths after layout <==
path         depth (start not counted)      endpoint
max                                 12  reg_tagv[13]
min                                  4   reg_tagv[0]
max reg2reg                          7  reg_tagv[13]
min reg2reg                          4   reg_tagv[0]
==> cell type report <==
class | instances | share of cell area, %
antenna | 7 | 0.0149
timing repair buffer | 405 | 2.69
tap | 2704 | 2.87
sequential | 2729 | 69.2
clock buffer | 372 | 6.69
multi-input combinational | 2910 | 17.6
clock inverter | 134 | 0.836
inverter | 8 | 0.0382
==> worst max-delay path: cells and delay by family <==
family | cells | cell delay [ns]
AOI/OAI and AO/OA | 3 | 0.73
buffers and inverters | 5 | 2.42
muxes | 1 | 0.27
and+or+nand+nor | 3 | 1.36
==> logic make-up after synthesis <==
group                  after synthesis  synth area share (%)
AND-OR/OR-AND                     1683                  11.6
XOR/XNOR                            20                 0.168
buffers and inverters              467                  2.05
flip-flops                        2729                  78.4
multiplexers                       378                  4.29
AND/OR/NAND/NOR                    829                  3.46
==> cells in the mapped netlist, types with 7 or more instances <==
cell type / instances
o32ai_1: 14
mux2_2: 89
a22oi_1: 192
nand2b_1: 10
a21oi_1: 346
o22a_1: 7
a221oi_1: 568
a2111oi_0: 10
o21ai_0: 228
o221ai_1: 22
o22ai_1: 64
o2bb2ai_1: 12
mux2i_1: 244
nand2_1: 204
buf_4: 34
xnor2_1: 12
o31ai_1: 13
o21a_1: 8
buf_6: 7
clkbuf_1: 198
a222oi_1: 13
a221o_1: 26
o311ai_0: 9
nor3_1: 51
or4_1: 13
nor2b_1: 14
dfxtp_1: 41
a32oi_1: 9
a211o_1: 27
nor4_1: 45
buf_1: 61
o211ai_1: 44
nor2_1: 414
xor2_1: 8
a31oi_1: 20
edfxtp_1: 2688
and3_1: 7
nand4_1: 30
a211oi_1: 34
mux4_2: 45
buf_2: 159
nand3_1: 21
==> layer usage <==
metal  up-vias  track usage, %
met2      4816            48.9
met5         -            3.19
li1      25700               -
met4        40            13.9
met1     30500            45.0
met3       775            29.9
==> power by group through the flow <==
stage | clock network (W) | logic, W | registers (W)
finish | 0.00277 | 0.000387 | 0.00344
global route | 0.00292 | 0.000404 | 0.00344
CTS | 0.00279 | 0.000377 | 0.00344
==> per-stage QoR <==
| step | instances | power, W |
|---|---|---|
| 3_3_place_gp | 8755 | 0.00387 |
| 2_1_floorplan | 6106 | 0.00367 |
| 5_1_grt | 9264 | 0.00676 |
| 3_5_place_dp | 8755 | 0.00388 |
| 6_report | 9269 | 0.00659 |
| 4_1_cts | 9261 | 0.00661 |
No activity file was given, so power comes from the tool's default toggle rates.
