`design/flow/config.mk`:
```
export PLATFORM = sky130hd
export DESIGN_NAME = cpu
export DESIGN_NICKNAME = cpu
export VERILOG_FILES = /design/flow/design.v
export SDC_FILE = /design/flow/constraint.sdc
export NUM_CORES = 4
export LEC_CHECK = 1
export CORE_UTILIZATION = 50
export SYNTH_MEMORY_MAX_BITS = 65536
```
`design/flow/constraint.sdc`:
```
current_design cpu

set clk_period 9.5
set clk_io_pct 0.2

create_clock -name clk0 -period $clk_period [get_ports {clk}]

set non_clock_inputs [all_inputs -no_clocks]
set_input_delay [expr $clk_period * $clk_io_pct] -clock clk0 $non_clock_inputs
set_output_delay [expr $clk_period * $clk_io_pct] -clock clk0 [all_outputs]
```
`design/flow/design.v`:
```
module cpu (
    input clk, resetn,
    output [31:0] debug_wb_pc,
    output debug_wb_rf_wen,
    output [4:0] debug_wb_rf_addr,
    output [31:0] debug_wb_rf_wdata
);
    wire [31:0] runningPC, inputPC, outputPC, instr, A, B, imm, jmpAddr, bAddr, result, nextPC, directData, LMD, writeData;
    wire [5:0] opcode;
    wire [3:0] mode;
    wire [25:0] index;
    wire branch, jump, regWre, aluSrc, dataSrc, memRead, memWrite, zero, writeReg;
    wire [1:0] aluOp;
    wire [4:0] rfAddr;
    IF IF_(
        .CLK(clk),
        .inputPC(inputPC),
        .reset(resetn),
        .NPC(outputPC),
        .IR(instr),
        .outputPC(runningPC)
    );
    ID ID_(
        .IR(instr),
        .CLK(clk),
        .writeData(writeData),
        .WE(regWre),
        .aluOp(aluOp),
        .A(A),
        .B(B),
        .imm(imm),
        .opcode(opcode),
        .mode(mode),
        .index(index),
        .write(writeReg),
        .rfAddr(rfAddr)
    );
    CU CU_(
        .opcode(opcode),
        .branch(branch),
        .jump(jump),
        .regWre(regWre),
        .aluSrc(aluSrc),
        .dataSrc(dataSrc),
        .memRead(memRead),
        .memWrite(memWrite),
        .aluOp(aluOp),
        .writeReg(writeReg)
    );
    EX EX_(
        .imm(imm),
        .d1(A),
        .d2(B),
        .mode(mode),
        .NPC(outputPC),
        .index(index),
        .aluSrc(aluSrc),
        .jmpAddr(jmpAddr),
        .bAddr(bAddr),
        .result(result),
        .zero(zero)
    );
    MEM MEM_(
        .jAddr(jmpAddr),
        .bAddr(bAddr),
        .NPC(outputPC),
        .C(result),
        .inData(B),
        .CLK(clk),
        .memR(memRead),
        .memW(memWrite),
        .branch(branch),
        .jump(jump),
        .zero(zero),
        .nextPC(inputPC),
        .directData(directData),
        .LMD(LMD)
    );
    WB WB_(
        .LMD(LMD),
        .aluData(directData),
        .dataSrc(dataSrc),
        .writeData(writeData)
    );
    assign debug_wb_rf_wdata = writeData;
    assign debug_wb_pc = runningPC;
    assign debug_wb_rf_wen = regWre;
    assign debug_wb_rf_addr = rfAddr;
endmodule
module Adder (input [31:0] A,
              B,
              output [31:0] C);
    assign C = A + B;
endmodule
module ALU(
    input   [31:0]  A,
    input   [31:0]  B,
    input   [3:0]   aluCtl,
    output  [31:0]  C,
    output zero
);
    parameter ADD = 4'b0000;
    parameter SUB = 4'b0010;
    parameter AND = 4'b0100;
    parameter OR  = 4'b0101;
    parameter XOR = 4'b0110;
    parameter SLT = 4'b1010;
    parameter MOVZ = 4'b1011;
    reg [31:0] result;
    always @(*) begin
        case (aluCtl)
            ADD: result = A + B;
            SUB: result = A - B;
            AND: result = A & B;
            OR:  result = A | B;
            XOR: result = A ^ B;
            SLT: result = A < B ? 1 : 0;
            MOVZ: if (B == 0) result = A;
        endcase
    end
    assign C = result;
    assign zero = result == 0 ? 1 : 0;
endmodule
module ALUCU(
    input [5:0] func,
    input [1:0] aluOp,
    output reg [3:0] aluCtl
);
always @(*)
    case (aluOp)
        2'b10:   aluCtl <= 4'b0000;
        2'b11:   aluCtl <= 4'b0010;
        default: 
            case (func[5])
                1'b0: aluCtl <= 4'b1011;
                default: aluCtl <= func[3:0];
            endcase
    endcase
endmodule
module Conc (
    input [31:0] nextPC,
    input [25:0] inputAddr,
    output [31:0] jumpAddr
);
    assign jumpAddr = {nextPC[31:26], inputAddr[25:0]};
endmodule
module CU(input [5:0] opcode,
          output branch,
          output jump,
          output regWre,       
          output aluSrc,       
          output dataSrc,      
          output memRead,
          output memWrite,
          output writeReg,
          output [1:0] aluOp  
          );
    reg [9:0] controls;
    assign {regWre, aluSrc, branch, memRead, memWrite, dataSrc, jump, aluOp, writeReg} = controls;
    always @(*)
        case(opcode)
            6'b000000: controls <= 10'b1000000000;
            6'b100011: controls <= 10'b1101010101;
            6'b101011: controls <= 10'b0100100101;
            6'b000100: controls <= 10'b0010000110;
            6'b000010: controls <= 10'b0000001000;
            default:   controls <= 10'bxxxxxxxxxx;
        endcase
endmodule
module DataMem (
    input CLK,
    input [31:0] dataIn,
    input readMod,
    input writeMod,
    input [31:0] addr,
    output [31:0] dataOut
);
    reg [31:0] memory [0:255];
    assign dataOut = readMod ? memory[addr >> 2] : 32'bz;
    integer i;
    initial begin
        for (i = 0; i < 256; i = i + 1) begin
            memory[i]  <= i;
        end
    end
    always @(posedge CLK) begin
        if (writeMod) begin
            memory[addr >> 2] = dataIn;
        end
    end
endmodule
module EX (input [31:0] imm,
           d1,
           d2,
           input [3:0] mode,
           input [31:0] NPC,
           input [25:0] index,
           input aluSrc,
           output [31:0] jmpAddr,
           bAddr,
           result,
           output zero);
    wire [25:0] jmpAddrLefted;
    wire [31:0] B, bOffset;
    SHL2_26 shl_26(.inputData(index), .outputData(jmpAddrLefted));
    MUX mux(.A(d2), .B(imm), .Src(aluSrc), .S(B));
    SHL2 shl_2(.inputData(imm), .outputData(bOffset));
    Adder adder(.A(NPC), .B(bOffset), .C(bAddr));
    Conc conc(.nextPC(NPC), .inputAddr(jmpAddrLefted), .jumpAddr(jmpAddr));
    ALU alu(.A(d1), .B(B), .aluCtl(mode), .C(result), .zero(zero));
endmodule
module ID (input [31:0] IR,
           input CLK,
           input [31:0] writeData,
           input WE, write,
           input [1:0] aluOp,
           output [31:0] A,
           output [31:0] B,
           output [31:0] imm,
           output [5:0] opcode,
           output [3:0] mode,
           output [25:0] index,
           output [4:0] rfAddr);
    wire [31:0] in_A, in_B;
    wire [5:0] funcCode;
    wire [4:0] rs, rt, rd, writeReg;
    wire [15:0] offset;
    InstSlice instSlice(.inst(IR), .op(opcode), .rs(rs), .rt(rt), .rd(rd), .offset(offset), .instIndex(index), .funcCode(funcCode));
    RegFile regFile(.CLK(CLK), .readReg0(rs), .readReg1(rt), .writeReg(writeReg), .writeData(writeData), .WE(WE), .readData0(in_A), .readData1(in_B));
    SigExt sigExt(.inputData(offset), .outputData(imm));
    ALUCU aluCU(.func(funcCode), .aluOp(aluOp), .aluCtl(mode));
    MUX5 mux0(.A(rd), .B(rt), .Src(write), .S(writeReg));
    assign A = in_A;
    assign B = in_B;
    assign rfAddr = writeReg;
endmodule
module MUX5 (
    input [4:0] A, B,
    input Src,   
    output [4:0] S
);
    assign S = (Src == 0) ? A : B;
endmodule
module IF (input CLK,
           input [31:0] inputPC,
           input reset,
           output [31:0] NPC,
           output [31:0] IR,
           output [31:0] outputPC);
    PC pc(.CLK(CLK), .reset(reset), .inputPC(inputPC), .outputPC(outputPC));
    PCAdder pcAdder(.PC(outputPC), .nextPC(NPC));
    InstMem instMem(.address(outputPC), .data(IR));
endmodule
module InstMem (
    input [31:0] address,
    output [31:0] data
);
    reg [31:0] memory [255:0];
    assign data = memory[address[31:2]];   
    initial begin
        memory[0] <= 32'h8c010004;
        memory[1] <= 32'h8c020008;
        memory[2] <= 32'h00221820;
        memory[3] <= 32'h00222022;
        memory[4] <= 32'h00222824;
        memory[5] <= 32'h00223025;
        memory[6] <= 32'h00223826;
        memory[7] <= 32'h0022402a;
        memory[8] <= 32'hac010008;
        memory[9] <= 32'hac020004;
        memory[10] <= 32'h10050002;
        memory[11] <= 32'hac010000;
        memory[12] <= 32'h08000000;
        memory[13] <= 32'h0800000f;
        memory[14] <= 32'hac010000;
        memory[15] <= 32'h8c000000;
        memory[16] <= 32'h00000000;
        memory[17] <= 32'h08000000;
    end
endmodule
module InstSlice (input [31:0] inst,
                  output [5:0] op,
                  output [4:0] rs,
                  output [4:0] rt,
                  output [4:0] rd,
                  output [15:0] offset,
                  output [25:0] instIndex,
                  output [5:0] funcCode);
    assign op        = inst[31:26];
    assign rs        = inst[25:21];
    assign rt        = inst[20:16];
    assign rd        = inst[15:11];
    assign offset    = inst[15:0];
    assign instIndex = inst[25:0];
    assign funcCode  = inst[5:0];
endmodule
module MEM (
    input [31:0] jAddr, bAddr, NPC, C, inData,
    input CLK, memR, memW, branch, jump, zero,
    output [31:0] nextPC, directData,
    output [31:0] LMD
);
    wire [31:0] midAddr, finalAddr;
    wire branchAndZero;
    MyAnd myand(.a(branch), .b(zero), .c(branchAndZero));
    DataMem dataMem(.CLK(CLK), .dataIn(inData), .readMod(memR), .writeMod(memW), .addr(C), .dataOut(LMD));
    MUX mux0(.A(NPC), .B(jAddr), .Src(jump), .S(midAddr));
    MUX mux1(.A(midAddr), .B(bAddr), .Src(branchAndZero), .S(finalAddr));
    assign nextPC = finalAddr;
    assign directData = C;
endmodule
module MUX (
    input [31:0] A, B,
    input Src,   
    output [31:0] S
);
    assign S = (Src == 0) ? A : B;
endmodule
module MyAnd(
    input a,
    input b,
    output c
);
    assign c = a & b;
endmodule
module PC #(parameter width = 32)
           (input CLK,
            input reset,
            input [width-1:0] inputPC,
            output reg [width-1:0] outputPC);
    always @(posedge CLK) begin
        if (!reset)  begin
            outputPC <= 0;
        end
        else        outputPC <= inputPC;
    end
endmodule
module PCAdder (input [31:0] PC,
                output [31:0] nextPC);
    assign nextPC = PC + 32'd4;
endmodule
module RegFile(input CLK,
               input [4:0] readReg0,
               input [4:0] readReg1,
               input [31:0] writeData,
               input [4:0] writeReg,
               input WE,
               output [31:0] readData0,
               output [31:0] readData1);
    reg [31:0] regFile[31:0];
    integer i;
    initial begin
        for (i = 0; i < 32; i = i + 1) begin
            regFile[i] <= 0;
        end
    end
    always @(posedge CLK) begin
        if (WE) regFile[writeReg] = writeData;
    end
    assign readData0 = regFile[readReg0];
    assign readData1 = regFile[readReg1];
endmodule
module SHL2_26 (
    input [25:0] inputData,
    output [25:0] outputData
);
assign outputData = {inputData[23:0], 2'b00};
endmodule
module SHL2 (
    input [31:0] inputData,
    output [31:0] outputData
);
assign outputData = {inputData[29:0], 2'b00};
endmodule
module SigExt(
    input [15:0] inputData,
    output [31:0] outputData
);
    assign outputData = {(inputData[15] == 1) ? 16'hffff : 16'h0000, inputData};
endmodule
module WB (
    input [31:0] LMD, aluData,
    input dataSrc,
    output [31:0] writeData
);
    MUX mux(.A(aluData), .B(LMD), .Src(dataSrc), .S(writeData));
endmodule
```
`design/flow/run.sh`:
```
#!/bin/bash
# OpenROAD 26Q1-2900-gdf79404cd8, Yosys 0.63+post, stock flow scripts
make -C /OpenROAD-flow-scripts/flow DESIGN_CONFIG=/design/flow/config.mk WORK_HOME=/design/flow/orfs finish
```
==> out/results.txt <==
Status: finished with violations
Failing checks: max-capacitance violations, max-slew violations
Slew Limit Fails: 2
Pin count of the biggest net entering global routing: 130
Register pins left without a clock: 32
RSZ-0062 raised after global routing: false
Gr usage total: 0.331
Hold buffers post-CTS: 0
Post-DP HPWL: 565000 um
Main flop type: edfxtp_1
RR Startpoint: MEM_.dataMem.memory[114][15]
Gr ovfl total: 0
Routability Congestion: 0.942
Max Buffers Root-to-Sink: 4
Final hold vios: 0
Tmin final: 7.97 ns
Final wirelength: 962000 um
Reg2reg setup slack: 4.72 ns
R2r endpoint: ID_.regFile.regFile[0][15]
Crit share post-route: 0.839
Cell total in the yosys stat output: 14.0k
FF-to-FF path depth: 7
Vias in the first global route: 175k
Synth-to-layout area growth: 13.0%
Distinct cells, synth: 104
Compound-Gate Fraction of Synth Area: 0.0142
Crit path kind: reg2out
CP arrival: 6.07 ns
Post-synth EDFFs: 8448
Yosys chip area: 331000 sq um
Chip area: 666000 sq um
Setup WS pre-CTS: 2.79 ns
Post-Synth Adder-Cell Area: 0.00468
First-pass GRT wire length: 1330000 um
Synth logic family: multiplexers
Synthesized area: 331000 sq um
Via density: 6.42
Via count: 156k
Worst Setup EP: debug_wb_rf_wdata[15]
Synth flops: 8525
ANT nets after route: 0
Worst min-delay path class: reg2reg
I/O pin count: 72
Fp_density: 0.503
Post-CTS Setup Bufs: 0
FFs w/ async S/R, synth: 0
Clk pin slew, worst setup/hold paths: 0.06 ns
# fillers: 45.9k
Skew final: 0.0918 ns
Initial antenna violation count: 53
DRT iter0 DRCs: 11.2k
Final Hold Slack: 0.615 ns
CTS Buf Count: 836
Number of unconstrained endpoints: 32
Final TNS setup: 0 ns
Final Core Density: 0.568
Layout cells sized above 1: 0.315
Synth Instances: 14.0k
Row count: 298
Clk latency late pin: 1.23 ns
WP data required: 7.60 ns
CP endpoint kind: output pin
Initial DRT Pass Iterations: 6
Post-cts sizing count: 0
Crit path max fanout: 9
Max Cap Viol: 1
Syn Area/Cell: 23.6 sq um
Simple share: 0.0141
Fmax achieved: 125 MHz
Post-Synth XOR/XNOR Area: 0.00143
Relative slew slack: -0.0456
Core area: 659000 sq um
Warnings, synthesis: 8
Die Ht: 816 um
Worst Max-Slew Pin Slew: 1.55 ns
Clk root buf: clkbuf_16
Multiplexer share: 0.183
Drt drc: 0
Type of element launching the critical path: flip-flop
WL/cell: 39.5 um
PnR worst setup slack: 1.53 ns
Die width: 816 um
PortBufs: 68
H-tree depth: 6
CTS tree: built
Final setup fails: 0
Log Warnings: 126
Setup crit start: MEM_.dataMem.memory[114][15]
-- cell usage after synthesis (32+ instances only) --
cell,count,area (sq um)
mux4_2,2642,59500
xnor2_1,40,350
nand4_1,37,231
edfxtp_1,8448,254000
buf_1,79,297
mux2i_1,61,611
nor3_1,59,295
buf_6,37,417
nor4_1,33,206
o21ai_0,68,340
nand2_1,257,965
buf_4,53,398
nand3_1,83,415
buf_2,222,1110
a21oi_1,145,726
ha_1,119,1490
inv_1,115,432
dlxtn_1,32,480
mux2_2,56,631
dfxtp_1,45,901
a22oi_1,108,811
clkbuf_1,372,1400
nor2_1,421,1580
-- logic make-up after synthesis --
family | Yosys count
fa+ha+maj | 122
latches | 32
buf+inv | 884
compound gates | 661
flops | 8493
other cells | 1
xor+xnor | 54
simple gates | 1033
mux | 2760
-- critical path, stage by stage, from the launching register on --
cell,delay [ns]
edfxtp_1,0.38
mux4_2,0.47
mux4_2,0.50
a22oi_1,0.64
o22ai_1,0.58
nor4_1,1.11
buf_4,0.26
a21oi_1,0.37
clkdlybuf4s50_1,0.58
-- stage by stage --
stage / area, sq um / instances
after floorplan: 331000 / 14000
after global placement: 347000 / 22700
after detailed placement: 347000 / 22700
after CTS: 374000 / 24300
after global routing: 374000 / 24300
final: 374000 / 24400
-- layout make-up --
type                            count  area (sq um)  share of cell area
Timing Repair Buffer              770          6090              0.0163
Tap cell                         8700         10900              0.0291
Clock buffer                     1035         21700              0.0580
Inverter                          121           462             0.00123
Antenna cell                       66           165            0.000441
Sequential cell                  8525        255000               0.681
Multi-Input combinational cell   4633         75000               0.200
Clock inverter                    502          4960              0.0132
-- state kept, by name, indices dropped and copies added (netlist names) --
register and count:
IF_.pc.outputPC 30, ID_.IR 15, MEM_.dataMem.memory 8192, ID_.regFile.regFile 256, EX_.alu.result 32
-- how the worst min path moves through the flow --
| stage | from | to | slack (ns) | depth (start not counted) |
|---|---|---|---|---|
| after CTS | ID_.IR[17] | IF_.pc.outputPC[19] | 0.62 | 2 |
| final | ID_.IR[17] | IF_.pc.outputPC[19] | 0.61 | 2 |
| after global routing | ID_.IR[17] | IF_.pc.outputPC[19] | 0.65 | 2 |
-- placed cells by master, fill, tap and decap left out, types with 31 or more instances in the layout --
| master | netlist | routed |
|---|---|---|
| clkbuf_1 | 372 | 194 |
| edfxtp_1 | 8448 | 8448 |
| nor2_4 | 0 | 267 |
| diode_2 | 0 | 66 |
| bufinv_16 | 0 | 64 |
| a22oi_1 | 108 | 107 |
| buf_4 | 53 | 691 |
| inv_1 | 115 | 115 |
| a21oi_1 | 145 | 141 |
| clkbuf_16 | 0 | 837 |
| mux4_2 | 2642 | 2642 |
| o21ai_0 | 68 | 62 |
| nor3_1 | 59 | 53 |
| mux2i_1 | 61 | 60 |
| nor4_1 | 33 | 31 |
| nand3_1 | 83 | 79 |
| xnor2_1 | 40 | 40 |
| ha_1 | 119 | 119 |
| clkdlybuf4s50_1 | 0 | 68 |
| mux2_8 | 0 | 32 |
| dfxtp_1 | 45 | 41 |
| clkinv_1 | 1 | 210 |
| nand4_1 | 37 | 37 |
| nand2_1 | 257 | 242 |
| clkinv_2 | 0 | 143 |
| nor2_1 | 421 | 145 |
-- per-layer routing --
metal / part of all wire / vias up / GRT usage
met5: 0.0052 / - / 0.0672
li1: - / 62400 / -
met1: 0.26 / 78600 / 0.356
met2: 0.45 / 13300 / 0.443
met4: 0.051 / 97 / 0.117
met3: 0.23 / 2029 / 0.329
